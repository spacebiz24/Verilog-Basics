### design/flow/design.v
`timescale 1ns / 1ps
module Gray_Counter(clk, out, rst);
    input clk, rst;
    reg [3:0] outb;
    output reg [3:0] out;
    integer i;
    always @ (posedge clk)
    begin
        if(!rst)
            outb <= 0;
        else
            outb <= outb+1;
        for (i = 0; i < 3; i = i + 1)
            out[i] = outb[i] ^ outb[i+1];
        out[3] = outb[3];
    end
endmodule
### design/flow/run.sh
#!/bin/bash
# OpenROAD 26Q1-2900-gdf79404cd8, Yosys 0.63+post, stock flow scripts
make -C /OpenROAD-flow-scripts/flow DESIGN_CONFIG=/design/flow/config.mk WORK_HOME=/design/flow/orfs finish
### design/flow/config.mk
export PLATFORM = sky130hd
export DESIGN_NAME = Gray_Counter
export DESIGN_NICKNAME = Gray_Counter
export VERILOG_FILES = /design/flow/design.v
export SDC_FILE = /design/flow/constraint.sdc
export NUM_CORES = 4
export LEC_CHECK = 1
export CORE_AREA = 10 10 70 70
export DIE_AREA = 0 0 80 80
### design/flow/constraint.sdc
current_design Gray_Counter

set clk_period 1.0
set clk_io_pct 0.2

create_clock -name clk0 -period $clk_period [get_ports {clk}]

set non_clock_inputs [all_inputs -no_clocks]
set_input_delay [expr $clk_period * $clk_io_pct] -clock clk0 $non_clock_inputs
set_output_delay [expr $clk_period * $clk_io_pct] -clock clk0 [all_outputs]
==> results.sh <==
# source this file to load flow results
export IMPL_p_sw_frac=0.194
export IMPL_grt_use_total=0.0119
export IMPL_slowest_delay_ps=290
export IMPL_crit_buf_inv=1
export IMPL_p_seq_frac=0.557
export IMPL_grt_first_pass_wirelength_um=600
export IMPL_post_route_min_period_ps=960
export IMPL_hold_depth=0
export IMPL_yosys_area_um2=245
export IMPL_r2r_start="outb[0]"
export IMPL_dieWidth_um=80
export IMPL_path_clk_slew_ps=50
export IMPL_p_per_area_nw_per_um2=1720
export IMPL_drt_iter0_markers=16
export IMPL_fillers=397
export IMPL_cts_tree="yes"
export IMPL_final_cells=73
export IMPL_lay_top_cells="dfxtp_1, clkbuf_4, clkdlybuf4s15_1"
export IMPL_syn_area_per_cell_um2=12.9
export IMPL_routedWlPerCell_um=4.95
export IMPL_start_kind="flip-flop"
export IMPL_clock_sinks=8
export IMPL_drive_above_1_share=0.111
export IMPL_crit_arrival_ps=760
export IMPL_hold_viol=0
export IMPL_crit_type="flip-flop to output port"
export IMPL_clockBufferDepth=2
export IMPL_intPower_mw=0.518
export IMPL_grt_ovfl_total=0
export IMPL_netlist_area_leader_share=0.653
export IMPL_switching_power_mw=0.124
export IMPL_cts_setup_buffers=0
export IMPL_largest_area_cell="dfxtp_1"
export IMPL_via_per_inst=1.99
export IMPL_rrSetupSlack_ps=90
export IMPL_root_buffer="clkbuf_4"
export IMPL_clock_latency_ps=250
export IMPL_seq_area_um2=160
export IMPL_tightest_slew_ps=156
export IMPL_core_um2=3420
export IMPL_hp_start="outb[3]"
export IMPL_critPathTopFamily="flip-flops"
export IMPL_worstRegToRegCells=3
export IMPL_grt_setup_unrepaired="false"
export IMPL_setup_viol=0
export IMPL_numCtsBuffers=3
export IMPL_ys_cells=19
export IMPL_crit_slowest_cell="dfxtp_1"
export IMPL_lay_top_count="dfxtp_1"
export IMPL_ys_seq_frac=0.653
export IMPL_maxCapViolCount=0
export IMPL_path_max_fanout=1
export IMPL_p_clk_frac=0.370
export IMPL_dpl_cell_count=70
export IMPL_drv_slew=0
export IMPL_slew_headroom=0.896
export IMPL_critical_path_depth=1
export IMPL_cts_htree_levels=1
export IMPL_r2r_end="outb[2]"
export IMPL_end_kind="output port"
export IMPL_io_buffers=5
export IMPL_synth_flops=8
export IMPL_finalWeightedCongestion=0.728
export IMPL_syn_area_um2=245
export IMPL_antenna_cells=0
export IMPL_crit_chain="dlygate4sd2_1"
export IMPL_drt_drc_violations_left=0
export IMPL_fmax_ghz=1.04
export IMPL_min_to="out[3]"
export IMPL_combGateArea_um2=85.1
export IMPL_synthCells=19
export IMPL_antenna_found_initial=0
export IMPL_pwr_share_comb=0.073
export IMPL_die_area_um2=6400
export IMPL_initCoreUtil=0.0718
export IMPL_io_pins=6
export IMPL_yosys_top_cells_area="dfxtp_1, ha_1, xor2_1"
export IMPL_min_path_type="flip-flop to flip-flop"
export IMPL_grt_pass1_vias=138
export IMPL_leakagePower_nw=0.164
export IMPL_via_count=145
export IMPL_dr_pass1_iters=4
export IMPL_skew_ps=0.972
export IMPL_status="finished, final reports clean"
export IMPL_vdd_drop_max_mv=0.217
export IMPL_p_total_mw=0.642
export IMPL_yosysUniqueCellTypes=8
export IMPL_critPathRequiredTime_ps=800
export IMPL_grt_max_degree=6
export IMPL_yosysWarnings=1
export IMPL_drt_total_wl_um=361
export IMPL_rows=21
export IMPL_ant_nets=0
export IMPL_die_h_um=80
export IMPL_warning_count=25
export IMPL_area_growth_syn_to_layout_pct=52.6
export IMPL_final_period_utilization=0.960
## power by group through the flow
stage | clock (mW) | combinational [mW] | sequential (mW)
6_report | 0.237 | 0.0470 | 0.358
5_1_grt | 0.279 | 0.0543 | 0.361
4_1_cts | 0.252 | 0.0471 | 0.357
## worst max path at each step
stage	start	to	slack [ps]
after CTS	out[0]	out[0]	20
after global routing	out[1]	out[1]	3
final	out[1]	out[1]	40
## cell usage after synthesis
master / n
dfxtp_1: 8
and2_1: 2
ha_1: 2
nand2_1: 2
xor2_1: 2
mux2i_1: 1
nand2b_1: 1
nor2b_1: 1
## cell families (layout without fill, tap and decap cells)
kind of cell,count (synthesis),count (layout),synth area share
flops,8,8,0.653
simple gates,6,6,0.133
fa+ha+maj,2,2,0.102
xor+xnor,2,2,0.0714
mux,1,1,0.0408
buf+inv,0,8,0
## layer usage
metal  vias up  global-route usage  routed length, um
met5         -                   0                  0
met4         0             0.00704                  0
met3         0              0.0114                 67
met2         5              0.0136                149
met1        63              0.0135                144
li1         77                   -                  -
## metrics by stage
stage | area (um2) | TNS, ps | worst slack, ps | util | hold slack (ps)
2_1_floorplan | 245 | 0 | 122 | - | 322
5_1_grt | 374 | 0 | 2.85 | 0.110 | 402
6_report | 374 | 0 | 40.3 | 0.110 | 398
4_1_cts | 370 | 0 | 20.6 | 0.108 | 395
3_5_place_dp | 353 | -12.8 | -12.8 | 0.103 | 386
3_3_place_gp | 353 | 0 | 12.3 | 0.103 | 382
## area by class of cell
class | instances | area share
repair buffers | 5 | 0.130
well taps | 46 | 0.154
clock buffers | 3 | 0.0602
flip-flops and latches | 8 | 0.428
multi-input cells | 11 | 0.227
## what timing repair did
item                                    in CTS  in global routing
hold buffers                                 0                  0
gates resized                                4                  3
endpoints found under the setup margin       4                  3
pin swaps                                    0                  0
## flip-flops by register name, indices dropped and copies added (netlist names)
signal and count:
out 4, outb 4
Power figures rest on the tool's default switching activity, not on a simulated workload.
