`run.sh`:
```
#!/bin/bash
# OpenROAD 26Q1-2900-gdf79404cd8, Yosys 0.63+post, stock flow scripts
make -C /OpenROAD-flow-scripts/flow DESIGN_CONFIG=/design/flow/config.mk WORK_HOME=/design/flow/orfs finish
```
`config.mk`:
```
export PLATFORM = sky130hd
export DESIGN_NAME = Multiply_Function
export DESIGN_NICKNAME = Multiply_Function
export VERILOG_FILES = /design/flow/design.v
export SDC_FILE = /design/flow/constraint.sdc
export NUM_CORES = 4
export LEC_CHECK = 1
export CORE_AREA = 10 10 89 89
export DIE_AREA = 0 0 99 99
```
`constraint.sdc`:
```
current_design Multiply_Function

set clk_period 4.3
set clk_io_pct 0.2

create_clock -name clk0 -period $clk_period

set non_clock_inputs [all_inputs -no_clocks]
set_input_delay [expr $clk_period * $clk_io_pct] -clock clk0 $non_clock_inputs
set_output_delay [expr $clk_period * $clk_io_pct] -clock clk0 [all_outputs]
```
`design.v`:
```
`timescale 1ns / 1ps
module Multiply_Function(a, b, res);
input [4:0]a, b;
output reg [7:0]res;
function [7:0]product;
    input [4:0]a, b;
    begin
        product = a * b;
    end
endfunction
always @ (a or b)
begin
    res = product(a, b);
end
endmodule
```
==> run summary <==
Global Route Usage Sum: 3.369%
DRC errors left: 0
Mapped Area: 605.6 um^2
number of vias per cell: 3.169
tool warnings: 33
DR pass1 iterations: 2
Placer Congestion: 0.8005
maxcap violations: 0
min cycle time layout: 4.244 ns
Mapped Cells: 71
syn avg cell area: 8.529 um^2
Pins Over Slew Limit: 0
Critical Path Start Type: input pin
LEAKAGE: 0.5231 nW
Synth Warn #: 1
Top cell area share: 26.86%
Layout fillers: 648
core region area: 0.005991 mm^2
first-pass GRT wire length: 2.863 mm
floorplan core density: 10.11%
clock buffer count: 0
vias in the first global route: 607
Worst slew margin: 86.32%
1st-iter DRT viols: 13
top cells by area: ha_1, fa_1, and2_1
Pwr Total: 0.1960 mW
CTS Hold Bufs: 0
DIE WIDTH: 99 um
port bufs: 18
area leader, netlist: ha_1
row count: 28
Hold Slack: 2.379 ns
final WL: 1.679 mm
crit path DRT: 3.44 ns
worst vdd ir: 0.04863 mV
# Cells Yosys: 71
setup ws final: 0.05587 ns
n_diodes: 0
HP Class: in -> out
worst slew pin tran: 0.2052 ns
Antenna Violating Nets Remaining: 0
GRT Residual Overflow: 0
Peak Freq: 235.6 MHz
Flop area: 0 um^2
TNS Setup: 0 ns
crit path DAT: 3.38 ns
period utilisation layout: 98.70%
area growth from synthesis to layout: 80.99%
worst slack, placed: -1.044 ns
pin count of the biggest net entering global routing: 6
# IOs: 18
post-detailed-route wirelength per cell: 9.486 um
Crit Path Max Fanout: 3
die footprint: 0.009801 mm^2
unrepaired setup endpoints after global routing: true
YS chip area: 605.6 um^2
initial antenna violation count: 0
Post-synth seq share: 0%
via count: 561
Worst Setup End Kind: output pin
Vert. Die Dim: 99 um
Fin. Hold Viols: 0
share of post-route cells with drive strength above 1: 40.20%
Flops: 0
CP Class: in -> out
Final Setup Violations: 0
status: completed
Distinct lib cells used: 12
Power Density: 178.8 mW/mm^2
Detail Placement HPWL: 1.453 mm
timing repair:
item	4_1_cts	5_1_grt
resized	51	21
buffers inserted	1	0
setup endpoints to repair	5	4
pin swaps	24	18
Yosys cell counts:
cell type / instances
and2_1: 14
xnor2_1: 5
nand2_1: 10
xor2_1: 3
inv_1: 10
o21ai_0: 1
ha_1: 13
a21oi_1: 3
fa_1: 8
a21o_1: 2
a211oi_1: 1
o21bai_1: 1
per-layer routing:
metal	vias to the layer above	share of wire [%]	GRT usage (%)
met4	0	0	0
met5	-	0	0
met3	0	2.9	0.2819
met2	10	45	5.311
met1	262	52	5.127
li1	289	-	-
cells by family (layout without fill, tap and decap cells):
| family | after synthesis | in the layout | synth area share (%) |
|---|---|---|---|
| AND-OR/OR-AND | 8 | 8 | 8.263 |
| AND/OR/NAND/NOR | 24 | 24 | 20.66 |
| buffers and inverters | 10 | 41 | 6.199 |
| XOR/XNOR | 8 | 8 | 11.57 |
| adder cells (fa/ha/maj) | 21 | 21 | 53.31 |
placed cells by master (no fill, tap or decap):
master           instances
dlygate4sd2_1            3
a211oi_2                 1
buf_2                    3
fa_1                     7
inv_1                    8
ha_4                     6
fa_2                     1
o21bai_1                 1
buf_4                   12
buf_6                    6
nand2_1                  7
xor2_1                   3
xnor2_1                  5
nand2_4                  2
a21o_1                   2
and2_4                   2
nand2_2                  1
o21ai_2                  1
dlymetal6s2s_1           1
ha_1                     7
a21oi_2                  3
and2_1                  12
buf_8                    1
clkdlybuf4s50_1          5
inv_2                    2
report_power, final:
part           total [mW]  switching, mW  leakage (nW)  internal [mW]
registers               0              0             0              0
logic               0.196         0.0807         0.523          0.115
clock network           0              0             0              0
final cells by class:
cell class                      count  area (um^2)  area share, %
Tap cell                           75        93.84          8.562
Timing Repair Buffer               31        276.5          25.23
Multi-Input combinational cell     61        688.2          62.79
Inverter                           10        37.54          3.425
final timing paths:
kind	cells past startpoint	endpoint	startpoint	slack [ns]
worst max-delay path	12	res[7]	b[3]	0.06
worst min-delay path	3	res[0]	a[0]	2.38
worst max-delay path, cell delays in order:
cell and delay, ns:
buf_8 0.08, nand2_4 0.04, fa_1 0.48, fa_1 0.50
inv_1 0.06, fa_1 0.55, ha_4 0.22, o21ai_2 0.12
o21bai_1 0.08, a21oi_2 0.15, xnor2_1 0.12, buf_2 0.11
metrics by stage:
step / area (um^2) / std cells / util (%)
5_1_grt: 1096 / 177 / 18.30
4_1_cts: 992.2 / 177 / 16.56
3_3_place_gp: 969.7 / 176 / 16.19
2_1_floorplan: 605.6 / 71 / -
3_5_place_dp: 969.7 / 176 / 16.19
6_report: 1096 / 177 / 18.30
No activity file was given, so power comes from the tool's default toggle rates.
